==> ./config.mk <==
export PLATFORM = sky130hd
export DESIGN_NAME = ov_sccb
export DESIGN_NICKNAME = ov_sccb
export VERILOG_FILES = /design/flow/design.v
export SDC_FILE = /design/flow/constraint.sdc
export NUM_CORES = 4
export LEC_CHECK = 1
export CORE_AREA = 10 10 112 112
export DIE_AREA = 0 0 122 122
==> ./constraint.sdc <==
current_design ov_sccb

set clk_period 3.8
set clk_io_pct 0.2

create_clock -name clk0 -period $clk_period [get_ports {clk}]

set non_clock_inputs [all_inputs -no_clocks]
set_input_delay [expr $clk_period * $clk_io_pct] -clock clk0 $non_clock_inputs
set_output_delay [expr $clk_period * $clk_io_pct] -clock clk0 [all_outputs]
==> ./design.v <==
module ov_sccb (
        input clk,                
        input reset,              
        input [11:0] clk_div,     
        inout  sio_d,             
        output sio_c,             
        output reg sccb_e,        
        output reg pwdn,          
        input [7:0] addr,         
        input [7:0] subaddr,      
        input [7:0] w_data,       
        output reg [7:0] r_data,  
        input start,
        output done,
        output reg busy
    );
    reg cycle;
    wire write;
    wire read;
    reg sio_oe;
    reg sio_d_reg;
    reg [3:0] bit_cnt;   
    reg [11:0] clk_count;
    reg sccb_clk;
    (* syn_encoding = "safe" *)
    reg [2:0] state;
    parameter s_idle    = 0,
              s_addr    = 1,
              s_subaddr = 2,
              s_read    = 3,
              s_write   = 4;
    assign write = addr[0] == 1'b0 ? 1'b1 : 1'b0;
    assign read = ~write;
    assign sio_d = sio_oe == 1'b0 ? sio_d_reg : 1'b0;
    assign sio_c = sccb_e == 1'b1 ? 1'b1 : sccb_clk;
    assign done = ~busy || (state == s_idle ? 1'b1 : 1'b0);
    reg s_reset;
    always @ (posedge clk) begin
        if (~reset) begin
            state <= s_idle;
            sccb_clk <= 1'b0;
            clk_count <= 11'd0;
            busy      <= 1'b0;
            cycle     <= 1'b0;
            sio_oe    <= 1'b1;
            pwdn      <= 1'b1;
            sccb_e    <= 1'b1;
            sio_d_reg <= 1'bz;
            bit_cnt   <= 4'd0;
            r_data <= 8'bz;
        end
        else begin
            if (state == s_idle) begin
                busy      <= 1'b0;
                pwdn      <= 1'b0;
                sccb_e    <= 1'b1;
                sio_d_reg <= 1'b1;
                sio_oe    <= 1'b1;
                bit_cnt   <= 4'd0;
                cycle     <= 1'b0;
                state     <= start ? s_addr : s_idle;
            end
            else begin
                if (clk_count == clk_div) begin
                    clk_count <= 11'd0;
                    sccb_clk  <= ~sccb_clk; 
                    case (state)
                        s_addr: begin
                            busy   <= 1'b1;
                            sccb_e <= 1'b0;
                            if (bit_cnt < 4'd8) begin
                                sio_oe <= 1'b0;
                                sio_d_reg <= addr[7 - bit_cnt];
                                bit_cnt <= bit_cnt + 1'b1;
                            end
                            else begin
                                sio_oe <= 1'b1;
                                sio_d_reg <= 1'b0;
                                bit_cnt <= 4'd0;
                                state <= (read && cycle) ? s_read : s_subaddr;
                            end
                        end
                        s_subaddr: begin
                            busy   <= 1'b1;
                            if (bit_cnt < 4'd8) begin
                                sio_oe <= 1'b0;
                                sio_d_reg <= w_data[7 - bit_cnt];
                                bit_cnt <= bit_cnt + 1'b1;
                            end
                            else begin
                                sio_oe <= 1'b1;
                                sio_d_reg <= 1'b0;
                                bit_cnt <= 4'd0;
                                cycle <= read ? 1'b1 : 1'b0;
                                state <= read ? s_addr : s_write;
                            end
                        end
                        s_read: begin
                            busy   <= 1'b1;
                            if (bit_cnt < 4'd8) begin
                                sio_oe <= 1'b0;
                                r_data[7 - bit_cnt] <= sio_d;
                                bit_cnt <= bit_cnt + 1'b1;
                            end
                            else begin
                                sio_oe <= 1'b1;
                                sio_d_reg <= 1'b1;
                                bit_cnt <= 4'd0;
                                state <= s_idle;
                            end
                        end
                        s_write: begin
                            busy   <= 1'b1;
                            if (bit_cnt < 4'd8) begin
                                sio_oe <= 1'b0;
                                sio_d_reg <= w_data[7 - bit_cnt];
                                bit_cnt <= bit_cnt + 1'b1;
                            end
                         else begin
                             bit_cnt <= 4'd0;
                             state <= s_idle;
                         end
                        end
                    endcase
                end
                else begin
                    clk_count <= clk_count + 1'b1;
                end
            end
        end
    end
endmodule
==> ./run.sh <==
#!/bin/bash
# OpenROAD 26Q1-2900-gdf79404cd8, Yosys 0.63+post, stock flow scripts
make -C /OpenROAD-flow-scripts/flow DESIGN_CONFIG=/design/flow/config.mk WORK_HOME=/design/flow/orfs finish
==> reports/results.ini <==
[status]
status=did not finish
lastStage=clock tree synthesis (4_1_cts)
error=[error] [KeplerFormal.cpp:679] Workflow failed: Iso has multiple drivers: .sio_d0, _204_.Y0

[logic_synthesis]
syn_area_sq_um=2080
synth_seq_share_pct=38.9
ys_warn_count=3
ys_dominant_reg_cell=dfxtp_1
ys.flops=36
syn_inst=227
synthArstFlopShare_pct=0
ys_cells=227
edf_count=9
ys_area_sq_um=2080
yosysUniqueCellTypes=39
avgSynthCellArea_sq_um=9.18

[floorplan]
fp_util_pct=20.4
die_w_microns=122
die_height_microns=122
top_level_ports=53
num_rows=37

[clock_tree]
cts_sinks=36
numCtsBuffers=5
cts_resized=0
hold_buffers=0
postCtsSetupBuffers=0
cts-root-buf=clkbuf_8
clockBufferDepth=2
h-tree-depth=2

[placement]
dp_hpwl_mm=3.90
gp_congestion=0.867
place.port_buffers=43
place_inst=400

-- kinds of logic after synthesis --
group	Yosys count	synth area share, %
AOI/OAI and AO/OA	33	10.3
and+or+nand+nor	103	25.0
DFF	36	38.9
adders and majority gates	8	4.80
xor gates and xnor gates	20	8.41
muxes	13	9.67
buffers and inverters	14	2.88
-- stage by stage --
stage / total power [mW] / setup slack (ns) / util [%] / instance area [sq um]
after floorplan: 0.450 / 0.988 / - / 2080
after global placement: 0.503 / 0.800 / 26.0 / 2670
after detailed placement: 0.504 / 0.802 / 26.0 / 2670
-- Yosys cell counts (all sizes together), types with 2 or more instances --
cell type / count / area [sq um]
nand3: 17 / 85.1
nor2: 21 / 78.8
mux2: 5 / 56.3
o21ai: 9 / 45.0
inv: 5 / 18.8
a21boi: 3 / 22.5
ha: 8 / 100
edfxtp: 9 / 270
a21o: 2 / 15.0
nand4: 9 / 56.3
and3: 6 / 37.5
nor3b: 3 / 22.5
xnor2: 16 / 140
or4: 3 / 22.5
mux2i: 4 / 40.0
nor3: 7 / 35.0
clkbuf: 8 / 30.0
nor4bb: 2 / 20.0
nand2: 25 / 93.8
or3: 2 / 12.5
a22o: 2 / 17.5
mux4: 4 / 105
dfxtp: 27 / 541
o31ai: 3 / 22.5
a21oi: 6 / 30.0
xor2: 4 / 35.0
a31oi: 3 / 18.8
nand3b: 4 / 30.0
No activity file was given, so power comes from the tool's default toggle rates.
